==> flow/design.v <==
module mux5_1 #(parameter N = 16) (
    input logic [N-1:0] a,
    input logic [N-1:0] b,
    input logic [N-1:0] c,
    input logic [N-1:0] d,
    input logic [N-1:0] e,
    input logic [2:0] sel,
    output logic [N-1:0] eleccion
);
    always_comb begin
        case (sel)
            3'b000: eleccion = a;
            3'b001: eleccion = b;
            3'b010: eleccion = c;
            3'b011: eleccion = d;
            3'b100: eleccion = e;
            default: eleccion = '0;  
        endcase
    end
endmodule
==> flow/run.sh <==
#!/bin/bash
# OpenROAD 26Q1-2900-gdf79404cd8, Yosys 0.63+post, stock flow scripts
make -C /OpenROAD-flow-scripts/flow DESIGN_CONFIG=/design/flow/config.mk WORK_HOME=/design/flow/orfs finish
==> flow/config.mk <==
export PLATFORM = sky130hd
export DESIGN_NAME = mux5_1
export DESIGN_NICKNAME = mux5_1
export VERILOG_FILES = /design/flow/design.v
export SDC_FILE = /design/flow/constraint.sdc
export NUM_CORES = 4
export LEC_CHECK = 1
export CORE_AREA = 10 10 72 72
export DIE_AREA = 0 0 82 82
==> flow/constraint.sdc <==
current_design mux5_1

set clk_period 3.2
set clk_io_pct 0.2

create_clock -name clk0 -period $clk_period

set non_clock_inputs [all_inputs -no_clocks]
set_input_delay [expr $clk_period * $clk_io_pct] -clock clk0 $non_clock_inputs
set_output_delay [expr $clk_period * $clk_io_pct] -clock clk0 [all_outputs]
==> out/qor.yml <==
setup_path:
  worstPathCellList: "clkdlybuf4s50_1 -> buf_12 -> nor2b_2 -> buf_12 -> a22oi_1 -> o21ai_1 -> clkdlybuf4s50_1"
  crit_path_max_fanout: 21
  path_delay_family: "buffers and inverters"
  cp.required_ps: 2560
  worst_setup_path_end_kind: "primary output"
  worst_setup_path_start_kind: "input port"
  setup.worst_path.class: "input port to primary output"
  cpMaxStageDelayCell: "clkdlybuf4s50_1"
  worst_path_largest_cell_delay_ps: 500
  timing.critical_path.buf_inv: 4
  crit_arrival_ps: 2430
  worst_setup_path_startpoint: "sel[0]"
pwr:
  int_power_mw: 0.165
  vdd_ir_drop_max_mv: 0.0508
  seqPwrFrac: 0
  power.leakage_nw: 0.597
  switching_power_mw: 0.0668
  power.density_mw_per_mm2: 131
  net_switching_share_of_the_total_power: 0.288
  combinational_fraction_of_design_power: 1.000
  p_clk_frac: 0
sta:
  min_period_ps: 3070
  layout_worst_path_cycle_share: 0.958
  finalHoldViolCount: 0
  slew_violations: 0
  worst_pin_slew_ps: 245
  grt_setup_unrepaired: "no"
  finalSetupTns_ps: 0
  finalSetupViolCount: 0
  maxClockFrequency_mhz: 326
  worst_slew_margin_rel: 0.836
outcome:
  run_status: "complete, no violations"
synthesis:
  fa_ha_area_frac: 0
  syn_inst: 80
  yosysSeqAreaShare: 0
  mappedNetlistArea_um2: 697
  synth.cellmix.xorXnorShare: 0
  fraction_of_the_mapped_netlist_area_in_compound_gates: 0.530
  avgSynthCellArea_um2: 8.71
  ys_sh_simple: 0.0790
  synth.logic.top_family: "AND-OR/OR-AND gates"
  yosys-mux-area-fraction: 0.273
  synth.yosys.chip_area_um2: 697
  yosysCellCount: 80
  count_of_synthesis_stage_warnings_from_yosys: 1
  yosys.cell_types.count: 19
global_routing:
  grt_first_pass_wirelength_um: 6150
  gr-total-overflow: 0
  antenna_found_initial: 0
  track_usage: 0.117
  maximum_number_of_pins_on_one_net_before_global_route_repair: 22
  number_of_global_route_vias_before_repair: 1147
die:
  die_area_mm2: 0.00672
  die-width_um: 82
  io-pin-count: 99
  chipHeight_um: 82
  design.core.area_mm2: 0.00369
  rows: 22
  floorplan.initialDensity: 0.189
cts:
  post_cts.resized_instances: 0
  postCtsSetupBuffers: 0
  cts_hold_buffers: 0
layout:
  area_delta_synth_final_pct: 154
  most_common_logic_cell_in_the_routed_design: "clkdlybuf4s50_1"
  area.sequential_um2: 0
  design_area_mm2: 0.00177
  flops: 0
  lay_top_cells: "99 x clkdlybuf4s50_1, 15 x a32oi_1, 15 x o21ai_1"
  clock_buffer_count: 0
  drive_above_1_share: 0.180
run:
  warning_count: 32
  drv.max_cap_violation_count: 0
drt:
  detailroute.via_count: 1055
  drt-vias-per-instance: 4.67
  antennaDiodeCount: 0
  final_antenna_net_count: 0
  firstDrtPassIters: 4
  remaining_drc_errors: 0
  drtIter0Drc: 28
  routed_wirelength_um: 4100
  route.detailed.wl_per_inst_um: 18.1
placed_design:
  post_dp_cell_area_mm2: 0.00177
  place.gp.congestion: 0.870
  io_buffers: 99
  half_perimeter_wire_length_of_the_detailed_placement_result_um: 3690
min_path:
  holdCritPathClass: "input port to primary output"
  worst_hold_startpoint: "b[7]"
## power groups by stage
stage / combinational (mW) / clock [mW] / sequential, mW
finish: 0.232 / 0 / 0
CTS: 0.234 / 0 / 0
global route: 0.250 / 0 / 0
## synthesized netlist by cell type
master,instances,area share
buf_8,1,0.022
or3_1,1,0.0090
o21ai_1,15,0.11
nand2_1,1,0.0054
a22oi_1,5,0.054
mux2_2,10,0.16
buf_2,3,0.022
buf_4,2,0.022
nor2b_4,1,0.020
a22oi_2,10,0.18
inv_2,1,0.0054
a32oi_1,15,0.19
nor2_2,1,0.0090
mux2_1,6,0.097
nor2b_1,1,0.0090
nand3_1,2,0.014
buf_6,3,0.048
mux2i_1,1,0.014
nor2b_2,1,0.013
## worst paths after layout
check           to  slack, ps  cells past startpoint
min    eleccion[7]       2230                      4
max    eleccion[8]        130                      7
## cell families after synthesis
group / count (synthesis)
and+or+nand+nor: 8
buffers and inverters: 10
muxes: 17
AOI/OAI and AO/OA: 45
## per-layer routing
| metal | track usage | share of wire | up-vias |
|---|---|---|---|
| met5 | 0 | 0 | - |
| met1 | 0.146 | 0.40 | 470 |
| li1 | - | - | 539 |
| met4 | 0 | 0 | 0 |
| met2 | 0.200 | 0.50 | 46 |
| met3 | 0.0430 | 0.10 | 0 |
## metrics by stage
stage	hold WS (ps)	worst slack [ps]	util	power (mW)	cells
after global placement	2230	143	0.479	0.233	226
after global routing	2290	18.1	0.479	0.250	226
after CTS	2240	121	0.479	0.234	226
after detailed placement	2230	120	0.479	0.233	226
final	2230	134	0.479	0.232	226
after floorplan	1310	1260	-	0.0697	80
## final cells by class
cell class	instances	area (um2)
fillers	357	1920
repair buffers	107	1090
multi-input cells	70	614
well taps	48	60.1
inverters	1	3.75
Power and IR drop assume default switching activity.
