## design.v

```verilog
module mux_nbits #(
    parameter int N = 16   
) (
    input  logic [N-1:0] a,
    input  logic [N-1:0] b,
    input logic sel,
    output logic [N-1:0] eleccion
);
    assign eleccion = (sel) ? b : a;  
endmodule
```

## run.sh

```bash
#!/bin/bash
# OpenROAD 26Q1-2900-gdf79404cd8, Yosys 0.63+post, stock flow scripts
make -C /OpenROAD-flow-scripts/flow DESIGN_CONFIG=/design/flow/config.mk WORK_HOME=/design/flow/orfs finish
```

## constraint.sdc

```tcl
current_design mux_nbits

set clk_period 1.0
set clk_io_pct 0.2

create_clock -name clk0 -period $clk_period

set non_clock_inputs [all_inputs -no_clocks]
set_input_delay [expr $clk_period * $clk_io_pct] -clock clk0 $non_clock_inputs
set_output_delay [expr $clk_period * $clk_io_pct] -clock clk0 [all_outputs]
```

## config.mk

```make
export PLATFORM = sky130hd
export DESIGN_NAME = mux_nbits
export DESIGN_NICKNAME = mux_nbits
export VERILOG_FILES = /design/flow/design.v
export SDC_FILE = /design/flow/constraint.sdc
export NUM_CORES = 4
export LEC_CHECK = 1
export CORE_AREA = 10 10 70 70
export DIE_AREA = 0 0 80 80
```

==> results.tsv <==
metric	value	unit
outcome	finished with violations	
violations	setup timing	
area_delta_synth_final	219	%
crit_slowest_cell	mux2_4	
setup_viol	16	
hpwl	1220	µm
first_pass_iters	2	
die_h	80	µm
grt_overflow_total	0	
synthMuxAreaShare	87.4	%
power.leakage	0.417	nW
max_freq	947	MHz
slew_violations	0	
tns	-0.817	ns
drc_errors	0	
drtAntennaViolNets	0	
synthDistinctLibCells	4	
cp-endpoint	eleccion[14]	
max_stage_delay	0.30	ns
ys_sh_adder	0	%
syn_avg_cell_area	13.8	µm²
antenna_cells	0	
top_logic_kind	multiplexers	
layout.cells.most_common	dlygate4sd2_1	
crit_type	input pin to output port	
synth-xor-area-share	0	%
hold_buffers	0	
rows	21	
wl_per_cell	12.4	µm
yosysWarnings	0	
regArea	0	µm²
grt_pass1_wl	2190	µm
grt_usage	4.20	%
die_w	80	µm
crit_cells	4	
io_buffers	49	
combGateArea	240	µm²
pre_cts_slack	-0.853	ns
yosys_area	249	µm²
rsz0062_at_grt	yes	
warning_count	34	
crit_start	sel	
finalPower	0.301	mW
grt_max_degree	9	
antenna_found_initial	0	
ys_sh_aoi	0	%
vias	359	
start_kind	input pin	
end_kind	output port	
die_area	6400	µm²
ys_cells	18	
critPathTopFamily	buffers and inverters	
gp_congestion	0.815	
final_area	795	µm²
fin_crit_sh	106	%
max_slew_margin	95.3	%
min_period	1.06	ns
cp_cell_sequence	buf_12 > buf_12 > mux2_4 > buf_6	
tightest_slew	0.0710	ns
syn-instance-count	18	
finalHoldViolCount	0	
fin_ws	-0.0564	ns
cp_common_cell	buf_12	
ir_worst_vdd	151	µV
arrival	0.86	ns
ioPinCount	49	
drtIter0Drc	2	
fp_util	7.29	%
totalWireLength	1410	µm
avgViaCountPerCell	3.18	
mostFrequentLayoutCells	32 x dlygate4sd2_1, 16 x mux2_4, 11 x buf_6	
fillCellCount	374	
post_cts_buffers	0	
n_clock_buffer	0	
cp_max_fo	8	
synth_top_area_share	60.3	%
design.seq.count	0	
cp.required	0.80	ns
syn_area	249	µm²
crit_buf_inv	3	
drive_above_1_share	52.2	%
yosysSeqAreaShare	0	%
hold_path.class	input pin to output port	
grt_pass1_vias	430	
p_per_area	379	nW/µm²
top_cells_by_area	mux2_4 60%, mux2_2 27%, buf_12 8.0%	
drv_cap	0	
synthSimpleGateAreaFrac	0	%
postPlaceCellArea	786	µm²
yosysTopAreaCell	mux2_4	
core-area	3420	µm²
## cell type report
type | count | area share [%]
Timing Repair Buffer | 51 | 62.5
Tap cell | 46 | 7.24
Multi-Input combinational cell | 16 | 30.2
## how the worst min path moves through the flow
stage	slack [ns]	startpoint	endpoint	cells past startpoint
4_1_cts	0.80	a[9]	eleccion[9]	3
5_1_grt	0.81	a[12]	eleccion[12]	3
6_report	0.79	a[5]	eleccion[5]	3
## Yosys cell counts, drive strengths merged
cell type	n
mux2	16
buf	2
## through the flow
stage	util, %	hold WS (ns)	std cells
CTS	22.3	0.801	113
finish	23.3	0.794	113
global placement	23.0	1.44	112
detailed placement	23.0	1.44	112
floorplan	-	0.498	18
global route	23.3	0.812	113
## power by group
group / internal, mW / switching (mW) / leakage [nW]
Sequential: 0 / 0 / 0
Clock: 0 / 0 / 0
Combinational: 0.234 / 0.0674 / 0.417
## timing repair
item | 4_1_cts | 5_1_grt
hold endpoints to repair | 0 | 0
gates cloned | 1 | 0
setup endpoints to repair | 16 | 16
gates resized | 102 | 5
## cells by family after synthesis
| kind of cell | count (synthesis) |
|---|---|
| mux | 16 |
| buf+inv | 2 |
## routing by layer
layer	share of wire (%)	track usage, %	up-vias
li1	-	-	167
met1	53	6.39	143
met2	24	4.49	49
met3	23	3.30	0
met4	0	0	0
met5	0	0	-
Power and IR drop assume default switching activity.
