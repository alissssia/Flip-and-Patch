==> ./config.mk <==
export PLATFORM = sky130hd
export DESIGN_NAME = mecanismo_flipping_uno
export DESIGN_NICKNAME = mecanismo_flipping_uno
export VERILOG_FILES = /design/flow/design.v
export SDC_FILE = /design/flow/constraint.sdc
export NUM_CORES = 4
export LEC_CHECK = 1
export CORE_AREA = 10 10 70 70
export DIE_AREA = 0 0 80 80
==> ./constraint.sdc <==
current_design mecanismo_flipping_uno

set clk_period 1.0
set clk_io_pct 0.2

create_clock -name clk0 -period $clk_period

set non_clock_inputs [all_inputs -no_clocks]
set_input_delay [expr $clk_period * $clk_io_pct] -clock clk0 $non_clock_inputs
set_output_delay [expr $clk_period * $clk_io_pct] -clock clk0 [all_outputs]
==> ./design.v <==
module mux (input a, b, sel,
            output eleccion);
    assign eleccion = (sel) ? b : a;
endmodule
module mecanismo_flipping_uno 
    #(parameter N = 16)
        (   input [N - 1:0] a, input f,
            output [N - 1:0] b);
    genvar i;
    generate;
        for (i = 0; i < N; i++) begin
            mux u0 (.a(a[i]), .b(a[N - 1 - i]), .sel(f), .eleccion(b[i]));
        end
    endgenerate
endmodule
==> ./run.sh <==
#!/bin/bash
# OpenROAD 26Q1-2900-gdf79404cd8, Yosys 0.63+post, stock flow scripts
make -C /OpenROAD-flow-scripts/flow DESIGN_CONFIG=/design/flow/config.mk WORK_HOME=/design/flow/orfs finish
==> summary.txt <==
fresh numbers from the pnr run: Levels on crit path 5, critical path startpoint f, detailed-route via count 279, crit-path cells buf_8 -> buf_6 -> buf_6 -> mux2_4 -> buf_6, Final period util 1.14, Final ANT Viol Nets 0, Final WS setup -0.138 ns, area grow syn2layout 71.2%, FF+latch count 0, worst stage delay on the critical path 0.29 ns, Max IR drop VDD ~0.00011 V, vias in the first global route 326, worst hold path type in2out, max-cap viol count 0, minimum clock period 1.14 ns, measured slew at the worst slew-check pin 0.0782 ns, failing checks negative setup slack, die area 6400 sq um, core footprint between 3000 and 4000 sq um, largest area contributor in the netlist mux2_4, most frequent CP cell buf_6, number of diodes 0, Gate Count Post-Synth 34, Hold Startpoint f, Area leader share 0.407, CLK BUF 0, Worst Hold Path EP b[10], synthesized area 369 sq um, Hold Crit Depth 4, DR WL/cell 11.1 um, antenna violations before repair 0, die width roughly 80 um, setup TNS -0.838 ns, largest net degree at the start of global routing 7, Seq. cell area 0 sq um, Mean Syn Cell Area 10.9 sq um, Fin. Hold Viols 0, Initial Util 0.108, final wirelength 1090 um, first-pass GRT wire length 1600 um, LEAKAGE 0.328 nW, CP top delay family buffers and inverters, Crit-path slowest cell mux2_4, status finished with violations, DRT iter0 DRCs 4, row cnt 21, RSZ-0062 raised after global routing yes, Seq share, synth 0, post-synthesis cell type count 5, 1st-pass router iterations 2, Worst Setup Path Type in2out, fmax 879 MHz, max-slew violation count 0, tally of OpenROAD warnings 35, critical path startpoint category input port, share of cells above drive strength 1 0.698, Crit path required time 0.80 ns, Buf/Inv on CP 4, grt total ovfl 0, Buffers on Ports 33, Critical Path End Type output pin, Die Height 80 um, CP arrival 0.94 ns, ys cells 34, Via density 2.82, power per cell area around 400 nW/um^2, relative slew slack 0.948, top cells by area, synth mux2_4, buf_4, mux2_2, GRT Overall Usage 0.0314, final-report setup violation count 16, I/O Pins 33, CTS Hold Bufs 0, DRC 0, Chip Area, Yosys 369 sq um, Placer Congestion 0.681, synth warn 0, worst-path maximum fanout 3, pre-CTS WS -0.862 ns
synthesized netlist by cell type:
cell type and n:
mux2_2 6, mux2_4 10, buf_4 16, buf_12 1, buf_6 1
per-stage QoR:
step / hold slack, ns / area, sq um / std cells / utilization / total power, W
5_1_grt: 0.828 / 632 / 99 / 0.185 / 0.000274
3_3_place_gp: 1.46 / 621 / 97 / 0.182 / 0.000264
6_report: 0.805 / 632 / 99 / 0.185 / 0.000252
2_1_floorplan: 0.591 / 410 / 34 / - / 0.000181
4_1_cts: 0.814 / 613 / 99 / 0.179 / 0.000248
3_5_place_dp: 1.47 / 621 / 97 / 0.182 / 0.000266
routing by layer:
metal | up-vias | global-route usage | routed length [um]
met1 | 118 | 0.0396 | 508
met2 | 23 | 0.0474 | 434
li1 | 138 | - | -
met3 | 0 | 0.0193 | 152
met4 | 0 | 0 | 0
met5 | - | 0 | 0
final cells by class:
class	count	area, sq um
Fill cell	392	2780
Multi-Input combinational cell	16	240
Tap cell	46	57.6
Timing Repair Buffer	37	334
report_power, final:
part / total (W) / internal, W / switching, W
logic: 0.000252 / 0.000188 / 0.0000640
registers: 0 / 0 / 0
clock network: 0 / 0 / 0
cells by family after synthesis:
group / after synthesis / share of synthesized area
buf+inv: 18 / 0.410
mux: 16 / 0.590
how the worst max path moves through the flow:
| stage | end | slack, ns |
|---|---|---|
| CTS | b[7] | -0.15 |
| global route | b[8] | -0.16 |
| finish | b[7] | -0.14 |
timing repair:
item	in CTS	in global routing
setup endpoints to repair	16	16
endpoints found under the hold margin	0	0
cloned	1	0
resized	91	3
buffers inserted	1	0
cell usage in the layout (no fill, tap or decap):
cell type / n
dlygate4sd2_1: 16
buf_2: 8
buf_6: 11
mux2_4: 16
buf_8: 2
Power figures rest on the tool's default switching activity, not on a simulated workload.
